==> flow/config.mk <==
export PLATFORM = sky130hd
export DESIGN_NAME = select_adder
export DESIGN_NICKNAME = select_adder
export VERILOG_FILES = /design/flow/design.v
export SDC_FILE = /design/flow/constraint.sdc
export NUM_CORES = 4
export LEC_CHECK = 1
export CORE_AREA = 10 10 78 78
export DIE_AREA = 0 0 88 88
==> flow/design.v <==
module fourbit_rp 
	(input logic [3:0] A,B,
	 input logic cin,
	 output logic [3:0] S,
	 output logic cout);
	 logic c0, c1, c2;
	 full_adder_la f1 (.A(A[0]), .B(B[0]), .Cin(cin), .S(S[0]), .C(c0));		 
	 full_adder_la f2 (.A(A[1]), .B(B[1]), .Cin(c0), .S(S[1]), .C(c1));
	 full_adder_la f3 (.A(A[2]), .B(B[2]), .Cin(c1), .S(S[2]), .C(c2));
	 full_adder_la f4 (.A(A[3]), .B(B[3]), .Cin(c2), .S(S[3]), .C(cout));
endmodule 
module fourbit_s(
	input logic [3:0] A,
	input logic [3:0] B,
	input logic Cin,
	output logic [3:0] Sum,
	output logic Cout
);
	logic [3:0] S_high;
	logic [3:0] S_low;
	logic C_high, C_low;
	fourbit_rp CarryHigh (.A(A), .B(B), .cin(1'b1), .S(S_high), .cout(C_high));	 
	fourbit_rp CarryLow (.A(A), .B(B), .cin(1'b0), .S(S_low), .cout(C_low));
	two_to_one_mux outMux(S_high, S_low, Cin, Sum);  
	assign Cout = (Cin & C_high) | C_low;				 
endmodule
module full_adder_la (
	input logic A, B, Cin,
	output logic S, C, P, G);
	assign S = A^B^Cin;
	assign C = (A&B)|(A&Cin)|(B&Cin);
	assign P = A ^ B;				 
	assign G = A & B;
endmodule
module select_adder (
	input  [15:0] A, B,
	input         cin,
	output [15:0] Sum,
	output        cout
);
	logic [2:0] C;
	fourbit_s SA0(.A(A[3:0]), .B(B[3:0]), .Cin(1'b0), .Cout(C[0]), .Sum(Sum[3:0]));		 
	fourbit_s SA1(.A(A[7:4]), .B(B[7:4]), .Cin(C[0]), .Cout(C[1]), .Sum(Sum[7:4]));
	fourbit_s SA2(.A(A[11:8]), .B(B[11:8]), .Cin(C[1]), .Cout(C[2]), .Sum(Sum[11:8]));
	fourbit_s SA3(.A(A[15:12]), .B(B[15:12]), .Cin(C[2]), .Cout(cout), .Sum(Sum[15:12]));
endmodule
module two_to_one_mux (
	input logic [3:0] A,
	input logic [3:0] B,
	input logic sel,
	output logic [3:0] Out);
	always_comb
	begin
		if(sel == 0)		 
			 Out[3:0] = B[3:0];
		else
			 Out[3:0] = A[3:0];
	end
endmodule 
==> flow/run.sh <==
#!/bin/bash
# OpenROAD 26Q1-2900-gdf79404cd8, Yosys 0.63+post, stock flow scripts
make -C /OpenROAD-flow-scripts/flow DESIGN_CONFIG=/design/flow/config.mk WORK_HOME=/design/flow/orfs finish
==> flow/constraint.sdc <==
current_design select_adder

set clk_period 5.2
set clk_io_pct 0.2

create_clock -name clk0 -period $clk_period

set non_clock_inputs [all_inputs -no_clocks]
set_input_delay [expr $clk_period * $clk_io_pct] -clock clk0 $non_clock_inputs
set_output_delay [expr $clk_period * $clk_io_pct] -clock clk0 [all_outputs]
==> impl_metrics.py <==
# Physical implementation metrics
metrics = {
    "outcome": {
        "status": "finished, final reports clean",
    },
    "die": {
        "core_util_floorplan_pct": 18.62,
        "pin_count": 50,
        "die_h_um": 88,
        "die_w_um": 88,
        "die_area_um2": 7744,
        "num_rows": 24,
        "core_area_um2": 4414,
    },
    "logic_synthesis": {
        "syn_area_per_cell_um2": 7.755,
        "ys_seq_share_pct": 0,
        "synth-area-yosys_um2": 822.0,
        "netlist_instances": 106,
        "ys_warn_count": 1,
        "synth_area_um2": 822.0,
        "synth_cell_types": 37,
        "yosysCellCount": 106,
    },
    "final_layout": {
        "nClkBuffers": 0,
        "drive_gt1_share_pct": 18.47,
        "area_delta_synth_final_pct": 80.82,
        "lay_top_count": "clkdlybuf4s50_1",
        "design.seq.count": 0,
        "regArea_um2": 0,
        "layout.cells.non_filler": 209,
        "fillers": 444,
        "lay_top_cells": "clkdlybuf4s50_1, ha_1, nor2_1, inv_1, dlymetal6s2s_1",
    },
    "power_and_ir_drop": {
        "p_leak_nw": 0.6669,
        "ir_drop_mv": 0.03483,
        "finalPower_mw": 0.1736,
        "power.density_nw_per_um2": 116.8,
    },
    "detailed_routing": {
        "drtPass1Iterations": 4,
        "drt-initial-drc-count": 16,
        "finalWirelength_um": 2471,
        "diodes": 0,
        "via_per_inst": 4.301,
        "drc_errors": 0,
        "routed-via-count": 899,
        "antenna_left": 0,
        "wire_per_inst_um": 11.82,
    },
    "global_route": {
        "grt-ovfl-total": 0,
        "grt_pass1_wl_um": 4029,
        "grt_max_degree": 7,
        "antenna_found_initial": 0,
        "grt_pass1_vias": 875,
        "grt_use_total_pct": 6.119,
    },
    "setup_path": {
        "start_kind": "input port",
        "cp.arrival_ns": 4.00,
        "setup.worst_path.end_class": "output port",
        "cp.required_ns": 4.16,
        "cp_max_fo": 4,
        "worstSetupPathType": "input port to output port",
    },
    "sta": {
        "setup_viol": 0,
        "rsz0062_at_grt": "no",
        "timing.final.hold_violations": 0,
        "timing.hold.ws_ns": 2.874,
        "setup_tns_ns": 0,
        "worst_slew_pin_slew_ns": 0.4624,
        "timing.slew.headroom_pct": 68.93,
        "fmax_mhz": 198.3,
        "finalCritPeriodShare_pct": 96.98,
        "finalMaxSlewViolations": 0,
        "post-route-min-period_ns": 5.043,
    },
    "placement": {
        "place_inst": 208,
        "numPortBuffers": 49,
        "post-dp-hpwl_um": 2257,
        "place_congestion": 0.7403,
    },
    "run": {
        "max_cap_viol_count": 0,
        "warnings": 36,
    },
    "clocking": {
        "hold_buffers": 0,
    },
    "worst_hold_path": {
        "hold_path.class": "input port to output port",
    },
}
synthesized netlist by cell type (all sizes together), types with 2 or more instances:
master	instances	area, um^2
ha	16	200.2
nor2	10	45.04
inv	9	33.78
xnor2	7	61.31
a21oi	6	33.78
or2	6	37.53
o21ai	5	25.02
buf	4	30.03
nand2	4	15.01
nor3	4	20.02
a211oi	3	27.52
fa	3	60.06
nand2b	3	18.77
a21o	2	15.01
a221o	2	21.27
a22oi	2	15.01
and3	2	12.51
o211ai	2	15.01
o22a	2	18.77
o22ai	2	12.51
xor2	2	17.52
layout make-up:
cell class	count	area [um^2]	share of cell area, %
inverter	9	33.78	2.273
multi-input combinational	93	832.0	55.98
tap	52	65.06	4.377
timing repair buffer	55	555.5	37.37
layer usage:
layer,vias to the layer above,routed length (um),global-route usage [%]
met5,-,0,0
met4,0,0,0
met3,0,188,1.403
met2,15,1252,11.11
met1,396,1030,7.590
li1,488,-,-
repair_timing:
action	CTS	global route
buffers inserted	1	1
gates resized	6	18
pin swaps	2	16
setup endpoints to repair	7	11
kinds of logic after synthesis:
logic type	synth area share [%]
buffers and inverters	7.762
adders and majority gates	31.66
xor gates and xnor gates	9.590
AOI/OAI and AO/OA	29.07
muxes	1.218
and+or+nand+nor	20.70
where the power goes:
| part | internal (mW) | switching, mW | total, mW | leakage [nW] |
|---|---|---|---|---|
| sequential | 0 | 0 | 0 | 0 |
| clock | 0 | 0 | 0 | 0 |
| combinational | 0.112 | 0.0619 | 0.174 | 0.667 |
| total | 0.112 | 0.0619 | 0.174 | 0.667 |
stage by stage:
stage,setup slack (ns),area [um^2],util (%)
after global routing,0.02075,1486,33.67
after global placement,-0.1507,1385,31.38
after CTS,0.001943,1425,32.28
after floorplan,0.9742,822.0,-
after detailed placement,-0.1262,1385,31.38
final,0.1568,1486,33.67
path summary, 6_finish.rpt:
check | from | end | slack [ns] | cells past startpoint
worst max-delay path | B[0] | Sum[8] | 0.16 | 12
worst min-delay path | B[11] | Sum[11] | 2.87 | 4
worst max-delay path, stage by stage:
cell and delay (ns):
clkdlybuf4s50_1 0.41, ha_2 0.19, fa_2 0.36, fa_2 0.37, fa_2 0.39, nand2b_4 0.10
buf_4 0.10, a211o_1 0.15, nand2_2 0.10, buf_4 0.15, xor2_1 0.15, clkdlybuf4s50_1 0.49
Power is estimated from default activity; no workload was simulated.
