$ cat config.mk
export PLATFORM = sky130hd
export DESIGN_NAME = lookahead_adder
export DESIGN_NICKNAME = lookahead_adder
export VERILOG_FILES = /design/flow/design.v
export SDC_FILE = /design/flow/constraint.sdc
export NUM_CORES = 4
export LEC_CHECK = 1
export CORE_AREA = 10 10 70 70
export DIE_AREA = 0 0 80 80
$ cat constraint.sdc
current_design lookahead_adder

set clk_period 4.1
set clk_io_pct 0.2

create_clock -name clk0 -period $clk_period

set non_clock_inputs [all_inputs -no_clocks]
set_input_delay [expr $clk_period * $clk_io_pct] -clock clk0 $non_clock_inputs
set_output_delay [expr $clk_period * $clk_io_pct] -clock clk0 [all_outputs]
$ cat design.v
module fourbit_la(
	input logic [3:0] A,
	input logic [3:0] B,
	input logic Cin,
	output logic [3:0] Sum,
	output logic Cout, PG, GG
);
	logic [3:0] C;  
	logic [3:0] G;  
	logic [3:0] P;  
	assign C[0] = Cin;																	 
	assign C[1] = (Cin&P[0])|G[0];
	assign C[2] = (Cin&P[0]&P[1])|(G[0]& P[1])|G[1];
	assign C[3] = (Cin&P[0]&P[1]&P[2])|(G[0]&P[1]&P[2])|(G[1]&P[2])|G[2];
	full_adder_la la1 (.A(A[0]), .B(B[0]), .Cin(C[0]), .S(Sum[0]), .C(), .P(P[0]), .G(G[0]));
	full_adder_la la2 (.A(A[1]), .B(B[1]), .Cin(C[1]), .S(Sum[1]), .C(), .P(P[1]), .G(G[1]));
	full_adder_la la3 (.A(A[2]), .B(B[2]), .Cin(C[2]), .S(Sum[2]), .C(), .P(P[2]), .G(G[2]));
	full_adder_la la4 (.A(A[3]), .B(B[3]), .Cin(C[3]), .S(Sum[3]), .C(), .P(P[3]), .G(G[3]));
	assign Cout = (Cin & P[0] & P[1] & P[2] & P[3]) | (G[0] & P[1] & P[2] & P[3]) | (G[1] & P[2] & P[3]) | (G[2] & P[3]) | G[3]; 
	assign PG = P[0] & P[1] & P[2] & P[3];																			 
	assign GG = (G[3] | (G[2] & P[3]) | (G[1] & P[3] & P[2]) | (G[0] & P[3] & P[2] & P[1]));		
endmodule
module full_adder_la (
	input logic A, B, Cin,
	output logic S, C, P, G);
	assign S = A^B^Cin;
	assign C = (A&B)|(A&Cin)|(B&Cin);
	assign P = A ^ B;				 
	assign G = A & B;
endmodule
module lookahead_adder (
	input  [15:0] A, B,
	input         cin,
	output [15:0] S,
	output        cout
);
	  logic c4, c8, c12;
	  logic PG0, PG4, PG8, PG12;
	  logic GG0, GG4, GG8, GG12;
	  fourbit_la fbla1 (.Cin(cin), .A(A[3:0]), .B(B[3:0]), .Sum(S[3:0]), .PG(PG0), .GG(GG0), .Cout()); 
	  assign c4 = GG0 | (cin & PG0); 
	  fourbit_la fbla2 (.Cin(c4), .A(A[7:4]), .B(B[7:4]), .Sum(S[7:4]), .PG(PG4), .GG(GG4), .Cout());
	  assign c8 = GG4 | (GG0 & PG4) |  (cin & PG0 & PG4);
	  fourbit_la fbla3 (.Cin(c8), .A(A[11:8]), .B(B[11:8]), .Sum(S[11:8]), .PG(PG8), .GG(GG8), .Cout());
	  assign c12 = GG8 | (GG4 & PG8) | (GG0 & PG8 & PG4) | (cin & PG4 & PG0);
	  fourbit_la fbla4 (.Cin(c12), .A(A[15:12]), .B(B[15:12]), .Sum(S[15:12]), .PG(PG12), .GG(GG12), .Cout(cout));
endmodule
$ cat run.sh
#!/bin/bash
# OpenROAD 26Q1-2900-gdf79404cd8, Yosys 0.63+post, stock flow scripts
make -C /OpenROAD-flow-scripts/flow DESIGN_CONFIG=/design/flow/config.mk WORK_HOME=/design/flow/orfs finish
==> impl_metrics.env <==
# flow metrics
export IMPL_status="completed"
export IMPL_routed_wl_um=2140
export IMPL_drive_gt1_share_pct=29.1
export IMPL_top_cell="ha_1"
export IMPL_simple_gate_share_pct=13.2
export IMPL_antenna_left=0
export IMPL_crit_top_cell="clkdlybuf4s50_1"
export IMPL_fin_crit_sh_pct=97.0
export IMPL_power_density_mw_per_mm2=141
export IMPL_die_area_mm2=0.00640
export IMPL_power_frac_clock_pct=0
export IMPL_hold_violations=0
export IMPL_cp_arrival_ps=3160
export IMPL_route_detailed_drc=0
export IMPL_fin_tns_setup_ps=0
export IMPL_crit_fanout=3
export IMPL_common_cells="ha_1, buf_4, o21a_1"
export IMPL_grtUsageTotal_pct=6.36
export IMPL_tightest_slew_ps=177
export IMPL_syn_inst=89
export IMPL_nClkBuffers=0
export IMPL_ys_types=23
export IMPL_p_seq_share_pct=0
export IMPL_synthMuxAreaShare_pct=0
export IMPL_finalMaxSlewViolations=0
export IMPL_final_fill_count=333
export IMPL_synth_chip_area_um2=774
export IMPL_clock_fmax_mhz=251
export IMPL_p_comb_share_pct=100.0
export IMPL_viasPerCell=4.04
export IMPL_startpoint_type="input pin"
export IMPL_avgRoutedWirePerCell_um=11.0
export IMPL_ios=50
export IMPL_core_area_mm2=0.00342
export IMPL_place_congestion=0.771
export IMPL_p_int_mw=0.139
export IMPL_antenna_found_initial=0
export IMPL_critPathKind="input pin to output port"
export IMPL_ir_worst_vdd_mv=0.0511
export IMPL_diodes=0
export IMPL_die_size_x_um=80
export IMPL_vias=783
export IMPL_required_ps=3280
export IMPL_yosysWarnings=0
export IMPL_synth_area_um2=774
export IMPL_worst_slack_ps=124
export IMPL_min_period_ps=3980
export IMPL_first_pass_iters=2
export IMPL_ys_sh_xor_pct=10.2
export IMPL_yosysSeqAreaShare_pct=0
export IMPL_dp_hpwl_um=1900
export IMPL_warnings=36
export IMPL_topCombFamilyByArea="adder cells"
export IMPL_die_h_um=80
export IMPL_grt_pass1_wl_um=3490
export IMPL_fp_utilization_pct=22.7
export IMPL_path_cells="clkdlybuf4s50_1, ha_1, and3_2, a31o_1, buf_4, fa_1, xor2_1, clkdlybuf4s50_1"
export IMPL_hold_buffers=0
export IMPL_rows=21
export IMPL_holdCritPathClass="input pin to output port"
export IMPL_grt_pass1_vias=797
export IMPL_swShare_pct=32.9
export IMPL_p_sw_mw=0.0681
export IMPL_yosys_cells=89
export IMPL_place_ws_ps=-263
export IMPL_overflow=0
export IMPL_setup_viol=0
export IMPL_critPathSlowestCell="clkdlybuf4s50_1"
export IMPL_synthAdderAreaFrac_pct=42.6
export IMPL_seq_area_um2=0
export IMPL_max_slew_margin_pct=88.1
export IMPL_netlist_area_leader_share_pct=32.3
export IMPL_top_area_cell="ha_1"
export IMPL_max_cap_violations=0
export IMPL_grt_max_degree=5
export IMPL_slowest_delay_ps=490
export IMPL_leakage_nw=0.678
export IMPL_avgSynthCellArea_um2=8.70
export IMPL_area_growth_pct=89.8
export IMPL_drt_iter0_drc=4
export IMPL_n_sequential_cell=0
export IMPL_yosys_area_share_aoi_pct=17.9
export IMPL_cp_end_kind="output port"
export IMPL_synthTopCellsByArea="ha_1, buf_4, fa_1"
export IMPL_combGateArea_um2=723
export IMPL_port_buffers=50
==> placed cells by master (no fill, tap or decap), drive strengths merged <==
cell           netlist  final
inv                  1      1
nor2                 6      6
dlymetal6s2s         0      5
o21ai                4      4
xor2                 5      5
o21a                 6      6
a31o                 1      1
o2111ai              1      1
nand4                2      2
dlygate4sd2          0      8
ha                  20     20
xnor2                4      4
nor2b                1      1
nor3                 3      3
buf                 16     26
a21oi                7      7
clkdlybuf4s50        0     36
and3                 1      1
fa                   4      4
and4                 1      1
nand2                5      5
nand2b               1      1
==> layout make-up <==
type                       instances  share of cell area (%)
multi-input combinational         72                    49.2
timing repair buffer              75                    46.6
tap                               46                    3.91
inverter                           1                   0.255
==> through the flow <==
step	hold WS (ps)	power, mW	instances	util [%]	cell area, µm²
floorplan	1810	0.112	89	-	774
global placement	2720	0.206	189	39.9	1360
detailed placement	2730	0.206	189	39.9	1360
CTS	2430	0.202	192	40.7	1390
global route	2260	0.234	194	43.0	1470
finish	2230	0.207	194	43.0	1470
==> path summary, 6_finish.rpt <==
| kind | to | cells after the start | from | slack [ps] |
|---|---|---|---|---|
| worst max-delay path | S[5] | 8 | A[2] | 120 |
| worst min-delay path | S[7] | 4 | B[7] | 2230 |
==> power by group through the flow <==
stage	combinational, mW	sequential [mW]	clock, mW
CTS	0.202	0	0
global route	0.234	0	0
finish	0.207	0	0
==> cells by family after synthesis <==
kind of cell,after synthesis
xor gates and xnor gates,9
and+or+nand+nor,20
AOI/OAI and AO/OA,19
buffers and inverters,17
adders and majority gates,24
==> critical path: cells and delay by family <==
| kind | cells | cell delay [ps] |
|---|---|---|
| and+or+nand+nor | 1 | 200 |
| adders and majority gates | 2 | 690 |
| AOI/OAI and AO/OA | 1 | 240 |
| xor gates and xnor gates | 1 | 170 |
| buffers and inverters | 3 | 1040 |
==> routing by layer <==
layer / vias up / track usage (%) / part of all wire [%]
li1: 421 / - / -
met1: 332 / 9.79 / 52
met2: 30 / 9.07 / 40
met3: 0 / 1.70 / 7.8
met4: 0 / 0 / 0
met5: - / 0 / 0
==> what timing repair did <==
action                                  CTS  global route
cloned                                    0             0
endpoints found under the setup margin    9             7
setup buffers                             3             2
resized                                  15            13
pin swaps                                14             6
No activity file was given, so power comes from the tool's default toggle rates.
